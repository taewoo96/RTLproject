## run.sh

```bash
#!/bin/bash
# OpenROAD 26Q1-2900-gdf79404cd8, Yosys 0.63+post, stock flow scripts
make -C /OpenROAD-flow-scripts/flow DESIGN_CONFIG=/design/flow/config.mk WORK_HOME=/design/flow/orfs finish
```

## config.mk

```make
export PLATFORM = sky130hd
export DESIGN_NAME = dut
export DESIGN_NICKNAME = dut
export VERILOG_FILES = /design/flow/design.v
export SDC_FILE = /design/flow/constraint.sdc
export NUM_CORES = 4
export LEC_CHECK = 1
export CORE_UTILIZATION = 30
```

## constraint.sdc

```tcl
current_design dut

set clk_period 135.1
set clk_io_pct 0.2

create_clock -name clk0 -period $clk_period [get_ports {clk}]

set non_clock_inputs [all_inputs -no_clocks]
set_input_delay [expr $clk_period * $clk_io_pct] -clock clk0 $non_clock_inputs
set_output_delay [expr $clk_period * $clk_io_pct] -clock clk0 [all_outputs]
```

## design.v

```verilog
module complex_mult (
                      input                      clk,
                      input                      rstb,
                      input              [11:0]  in_data_i,
                      input              [11:0]  in_data_q,
                      input              [ 3:0]  in_w_i,
                      input              [ 3:0]  in_w_q,
                      input                      in_en,
                      output reg                 CM_en,
                      output reg         [16:0]  CM_out_i,
                      output reg         [16:0]  CM_out_q  );
reg        [11:0] in_data_i_reg;
reg        [11:0] in_data_q_reg;
reg        [ 3:0] in_w_i_reg;
reg        [ 3:0] in_w_q_reg;
reg d1_en, d2_en;
always @ (posedge clk) begin
   if (!rstb) begin
      d1_en <= 1'b0; 
      d2_en <= 1'b0;
      CM_en <= 1'b0;
   end
   else begin
      d1_en <= in_en;
      d2_en <= d1_en;
      CM_en <= d2_en;
   end 
end
always @ (posedge clk) begin
   if (!rstb) begin
      in_data_i_reg <= 12'b0;
      in_data_q_reg <= 12'b0;
      in_w_i_reg <= 4'b0;
      in_w_q_reg <= 4'b0;
   end
   else begin
      in_data_i_reg <= in_data_i;
      in_data_q_reg <= in_data_q;
      in_w_i_reg <= in_w_i;
      in_w_q_reg <= in_w_q;
   end
end
reg [16:0] temp_i1;
reg [16:0] temp_i2;
reg [16:0] temp_q1;
reg [16:0] temp_q2;
always @ (posedge clk) begin
   if (!rstb) begin
      temp_i1 <= 17'b0;
      temp_i2 <= 17'b0;
      temp_q1 <= 17'b0;
      temp_q2 <= 17'b0;
   end
   else begin
      if (d1_en) begin
         temp_i1 <= $signed(in_data_i_reg) * $signed({1'b0,in_w_i_reg});
         temp_i2 <= $signed(in_data_q_reg) * $signed({1'b0,in_w_q_reg});
         temp_q1 <= $signed(in_data_i_reg) * $signed({1'b0,in_w_q_reg});
         temp_q2 <= $signed(in_data_q_reg) * $signed({1'b0,in_w_i_reg});
      end
      else begin
         temp_i1 <= 17'b0;
         temp_i2 <= 17'b0;
         temp_q1 <= 17'b0;
         temp_q2 <= 17'b0;
      end
   end
end
always @ (posedge clk) begin
   if (!rstb) begin
      CM_out_i <= 17'b0;
      CM_out_q <= 17'b0;
   end
   else begin
      if (d2_en) begin
         CM_out_i <= $signed(temp_i1) - $signed(temp_i2);
         CM_out_q <= $signed(temp_q1) + $signed(temp_q2);
      end
      else begin
         CM_out_i <= 17'b0;
         CM_out_q <= 17'b0;
      end
   end
end
endmodule
module dut (
              input                      clk,
              input                      rstb,
              input              [11:0]  in_data_i,
              input              [11:0]  in_data_q,
              input              [ 3:0]  in_w_i,
              input              [ 3:0]  in_w_q,
              input                      in_en,
              input                      done,
              output reg                 out_done,
              output reg                 out_en,
              output reg         [ 8:0]  out_data_i,
              output reg         [ 8:0]  out_data_q );
wire             CM_en;
wire      [16:0] CM_i;
wire      [16:0] CM_q;
wire             RS4_RND12_en;
wire      [12:0] RS4_RND12_i;
wire      [12:0] RS4_RND12_q;
wire             SAT9_en;
wire      [ 8:0] SAT9_i;
wire      [ 8:0] SAT9_q;
wire      [ 8:0] d_out_data_i;
wire      [ 8:0] d_out_data_q;
wire             d_out_en;
wire             d_out_done;
complex_mult U_COMPLEX_MULT(
                             .clk          (clk      ),
                             .rstb         (rstb     ),
                             .in_data_i    (in_data_i),
                             .in_data_q    (in_data_q),
                             .in_w_i       (in_w_i   ),
                             .in_w_q       (in_w_q   ),
                             .in_en        (in_en    ),
                             .CM_en        (CM_en    ),
                             .CM_out_i     (CM_i     ),
                             .CM_out_q     (CM_q     )  );
right_shift4_rnd12 U_RIGHT_SHIFT4_RND12(
                          .clk            (clk         ),
                          .rstb           (rstb        ),
                          .CM_data_i      (CM_i        ),
                          .CM_data_q      (CM_q        ),
                          .CM_en          (CM_en       ),
                          .RS4_RND12_i    (RS4_RND12_i ),
                          .RS4_RND12_q    (RS4_RND12_q ),
                          .RS4_RND12_en   (RS4_RND12_en)  );
sat9 U_SAT9 (
              .clk            (clk         ),
              .rstb           (rstb        ),
              .RS4_RND12_i    (RS4_RND12_i ),
              .RS4_RND12_q    (RS4_RND12_q ),
              .RS4_RND12_en   (RS4_RND12_en), 
              .SAT9_en        (SAT9_en     ), 
              .SAT9_i         (SAT9_i      ), 
              .SAT9_q         (SAT9_q      )  );
mem_wrp U_MEM_WRP (
                    .clk            (clk         ),
                    .rstb           (rstb        ),
                    .done           (done        ),
                    .SAT9_en        (SAT9_en     ), 
                    .SAT9_i         (SAT9_i      ), 
                    .SAT9_q         (SAT9_q      ),
                    .out_done       (d_out_done  ),
                    .out_data_en    (d_out_en    ),
                    .out_data_i     (d_out_data_i),
                    .out_data_q     (d_out_data_q)   );
always @ (posedge clk) begin
   if (!rstb) begin
      out_data_i  <= 9'b0;
      out_data_q  <= 9'b0;
      out_en      <= 1'b0;
      out_done    <= 1'b0;
   end
   else begin
      out_data_i  <= d_out_data_i;
      out_data_q  <= d_out_data_q;
      out_en      <= d_out_en;
      out_done    <= d_out_done;
   end
end
endmodule
module mem_wrp (
                 input                       clk,
                 input                       rstb,
                 input                       done,
                 input                [ 8:0] SAT9_i,
                 input                [ 8:0] SAT9_q,
                 input                       SAT9_en,
                 output reg                  out_done,
                 output reg           [ 8:0] out_data_i,
                 output reg           [ 8:0] out_data_q,
                 output reg                  out_data_en  );
reg [ 8:0] SAT9_i_reg;
reg [ 8:0] SAT9_q_reg;
reg        d_SAT9_en;
reg [17:0] mem_18x120 [0:119];
reg [ 6:0] read_ptr, write_ptr;
integer N;
parameter ST_IDLE  = 1'b0,
          ST_READ  = 1'b1;
reg       STATE_R;
always @ (posedge clk) begin
   if (!rstb) begin
      SAT9_i_reg <= 9'b0;
   end
   else begin
      SAT9_i_reg <= SAT9_i;
   end 
end
always @ (posedge clk) begin
   if (!rstb) begin
      SAT9_q_reg <= 9'b0;
   end
   else begin
      SAT9_q_reg <= SAT9_q;
   end 
end
always @ (posedge clk) begin
   if (!rstb) begin
      d_SAT9_en <= 1'b0;
   end
   else begin
      d_SAT9_en <= SAT9_en;
   end 
end
always @ (posedge clk) begin
   if (!rstb) begin
      write_ptr <= 7'b0;
      for (N=0;N<120;N=N+1) begin  
         mem_18x120[N] <= 18'b0;
      end
   end
   else begin
      if (d_SAT9_en) begin
         mem_18x120[write_ptr] <= {SAT9_i_reg,SAT9_q_reg};
         if (write_ptr == 7'b1110111)  
            write_ptr <= 7'b0;
         else
            write_ptr <= write_ptr + 7'b0000001;
      end
      else begin
         write_ptr <= write_ptr;
      end
   end
end
always @ (posedge clk) begin
   if (!rstb) begin
      STATE_R <= ST_IDLE;
      out_data_en <= 1'b0;
      out_done <= 1'b0;
      out_data_i <= 9'b0;
      out_data_q <= 9'b0;
      read_ptr  <= 7'b0;
   end
   else begin
      case (STATE_R)
      ST_IDLE : begin
                   out_done <= 1'b0;
                   out_data_en <= 1'b0;
                   out_data_i <= 9'b0;
                   out_data_q <= 9'b0;
                   read_ptr <= 7'b0;
                   if (done == 1) begin
                      STATE_R <= ST_READ;
                   end
                   else begin
                      STATE_R <= ST_IDLE;
                   end
                end
      ST_READ : begin
                   out_data_en <= 1'b1;
                   out_data_i <= mem_18x120[read_ptr][17:9];
                   out_data_q <= mem_18x120[read_ptr][ 8:0];
                   if (read_ptr == 7'b1110111) begin  
                      STATE_R <= ST_IDLE;
                      read_ptr <= 7'b0;
                      out_done <= 1'b1;
                   end
                   else begin
                      STATE_R <= ST_READ;
                      read_ptr <= read_ptr + 7'b0000001;
                      out_done <= 1'b0;
                   end
                end
      default : STATE_R <= ST_IDLE; 
      endcase      
   end
end
endmodule
module right_shift4_rnd12 (
                           input                   clk,
                           input                   rstb,
                           input           [16:0]  CM_data_i,
                           input           [16:0]  CM_data_q,
                           input                   CM_en,
                           output reg      [12:0]  RS4_RND12_i,
                           output reg      [12:0]  RS4_RND12_q,
                           output reg              RS4_RND12_en  );
always @ (posedge clk) begin
   if (!rstb) begin
      RS4_RND12_en <= 1'b0;
   end
   else begin
      RS4_RND12_en <= CM_en;
   end
end
always @ (posedge clk) begin
   if (!rstb) begin
      RS4_RND12_i <= 13'b0;
   end
   else begin
      if (CM_en) begin
         RS4_RND12_i <= FUNC_RS4_RND12(CM_data_i);
      end
      else begin
         RS4_RND12_i <= 13'b0;
      end
   end
end
always @ (posedge clk) begin
   if (!rstb) begin
      RS4_RND12_q <= 13'b0;
   end
   else begin
      if (CM_en) begin
         RS4_RND12_q <= FUNC_RS4_RND12(CM_data_q);
      end
      else begin
         RS4_RND12_q <= 13'b0;
      end
   end
end
function [12:0] FUNC_RS4_RND12;
   input [16:0] data_in;
   begin
      if (data_in[16] == 1'b0) begin  
         if (data_in[15:4] == 11'b11111111111) begin  
            FUNC_RS4_RND12 = data_in[16:4];
         end
         else begin
            if (data_in[3] == 1'b1) begin
               FUNC_RS4_RND12 = data_in[16:4] + 13'b0000000000001;
            end
            else begin
               FUNC_RS4_RND12 = data_in[16:4];
            end
         end
      end
      else begin  
         if (data_in[3] == 1'b0) begin
            FUNC_RS4_RND12 = data_in[16:4];
         end
         else begin
            if ( !(|data_in[2:0]) ) begin  
               FUNC_RS4_RND12 = data_in[16:4];
            end
            else begin
               FUNC_RS4_RND12 = data_in[16:4] + 13'b0000000000001;
            end
         end
      end
   end
endfunction
endmodule
module sat9 (
             input                  clk,
             input                  rstb,
             input           [12:0] RS4_RND12_i,
             input           [12:0] RS4_RND12_q,
             input                  RS4_RND12_en,
             output reg      [ 8:0] SAT9_i,
             output reg      [ 8:0] SAT9_q,
             output reg             SAT9_en  );
always @ (posedge clk) begin
   if (!rstb) begin
      SAT9_en <= 1'b0;
   end
   else begin
      SAT9_en <= RS4_RND12_en;
   end
end
always @ (posedge clk) begin
   if (!rstb) begin
   end
   else begin
      if (RS4_RND12_en) begin
         SAT9_i <= FUNC_SAT9(RS4_RND12_i);
      end
      else begin
         SAT9_i <= 9'b0;
      end
   end
end
always @ (posedge clk) begin
   if (!rstb) begin
   end
   else begin
      if (RS4_RND12_en) begin
         SAT9_q <= FUNC_SAT9(RS4_RND12_q);
      end
      else begin
         SAT9_q <= 9'b0;
      end
   end
end
function [8:0] FUNC_SAT9;
   input  [12:0] data_in; 
   begin
      if (data_in[12] == 0) begin  
         if (data_in[11:8] > 4'b0000) begin
            FUNC_SAT9 = 9'b011111111;  
         end
         else begin
            FUNC_SAT9 = {1'b0, data_in[7:0]};
         end
      end
      else begin  
         if ( &data_in[11:8] ) begin  
            FUNC_SAT9 = data_in[8:0];
         end
         else begin
            FUNC_SAT9 = 9'b100000001;  
         end
      end
   end
endfunction
endmodule
```

==> results.cfg <==
; synthesis and place-and-route metrics
[sta]
tns_ns = 0
finalCritPeriodShare_pct = 21.8
fin_skew_ns = 0.113
rsz0062_at_grt = no
fmax_mhz = 34.0
relSlewSlack_pct = 12.7
hold_viol = 0
setup_viol = 0
worst_pin_slew_ns = 1.31
drv_slew = 0
fin_ws_ns = 105.68
fin_crit_ns = 29.42

[clocking]
cts.sinks = 2561
cts_hold_buf = 0
h-tree-depth = 5
clock_path_buffers = 4
worstSkewPairLatency_ns = 0.95
clk_pin_slew_ns = 0.05
cts_setup_buffers = 0
cts-root-buf = clkbuf_16
tritoncts = done
postCtsResizedCells = 0
cts_buffers = 287

[grt]
grt_max_degree = 97
grt_pass1_wl_mm = 476
grt-ovfl-total = 0
busiest_layer = met2
grt_pass1_vias = 70600
grtUsageMet3_pct = 11.3
use_met1_pct = 20.0
grtUsageTotal_pct = 16.9
antenna_found_initial = 14
grtUsageMet2_pct = 25.2

[run_status]
outcome = completed

[flow_run]
warning_count = 30
max_cap_violations = 0

[route]
initialDrtViolationCount = 3740
routed_wl_mm = 323
vias_per_cell = 4.82
ant_nets = 0
drc = 0
firstDrtPassIters = 5
vias = 66800
avgRoutedWirePerCell_um = 23.3

[layout]
area.growth.synth_to_final_pct = 13.9
final_cells = 13900
finalInstanceArea_um2 = 137000
largest_reg_flops = 2304
regMostFlops = U_MEM_WRP.mem_18x120
drive_gt1_share_pct = 17.8

[place]
port_buffers = 55
finalWeightedCongestion = 0.916
dp_cells = 13300
dp_hpwl_mm = 203
dpl-instance-area_um2 = 128000
dp_slack_ns = 104.88

[floorplanning]
ioPinCount = 56
fp_util_pct = 30.2
core-area_um2 = 399000
chip_area_um2 = 404000
die_w_um = 636
die.size.y_um = 636
num_rows = 232

[synthesis]
synth_area_per_cell_um2 = 14.5
yosys.area.top_type_share_pct = 57.9
ys_chip_area_um2 = 120000
yosys-top-cells-count = and2_1, edfxtp_1, mux4_2, clkbuf_1, nor2_1
edf_count = 2322
yosys_warnings = 5
async_flop_share_pct = 0
ys_seq_share_pct = 61.9
yosysTopAreaCell = edfxtp_1
yosys-stat-cells = 8298
synth-seq-cells = 2561
ff_type = edfxtp_1
synth.distinct_cells = 72
synth.most_common_cell = and2_1
synthesis.area_um2 = 120000
synthTopCellsByArea = edfxtp_1, and2_1, mux4_2, dfxtp_1, ha_1
syn_inst = 8298

[worst_setup_path]
worstSetupPathType = in -> reg
path_max_fanout = 48
rr_worst_depth = 9
critical_path_arrival_ns = 29.95
cp.required_ns = 135.63
cp-start-kind = input port
ff2ff_setup_slack_ns = 128.80
crit_path_end_kind = flip-flop

[min_path]
hold_path.class = reg -> reg
hold-path-cell-count = 1

[pwr]
ir_drop_v = 0.00000905
powerDensity_nw_per_um2 = 12.9
power.leakage_nw = 46.8
## metrics by stage
step / hold WS (ns) / utilization [%] / total power [mW]
floorplan: 0.412 / - / 0.985
global placement: 0.427 / 32.0 / 1.03
detailed placement: 0.426 / 32.0 / 1.03
CTS: 0.429 / 34.3 / 1.78
global route: 0.457 / 34.3 / 1.82
finish: 0.430 / 34.3 / 1.77
## logic make-up after synthesis
kind of cell | Yosys count | synth area share, %
buffers and inverters | 914 | 3.20
and+or+nand+nor | 3074 | 15.0
adders and majority gates | 266 | 3.40
xor gates and xnor gates | 85 | 0.618
AOI/OAI and AO/OA | 619 | 3.28
muxes | 779 | 12.6
DFF | 2561 | 61.9
## placed cells by master, fill, tap and decap left out, types with 54 or more instances in the layout
cell             instances
a211oi_1                54
a21oi_1                109
and2_1                2388
buf_4                  370
clkbuf_16              293
clkdlybuf4s50_1         54
clkinv_1                71
dfxtp_1                216
edfxtp_1              2322
fa_1                   102
ha_1                   164
inv_1                  254
mux2i_1                167
mux4_2                 588
nand2_1                152
nor2_1                 260
nor3_1                  68
o21ai_0                 60
o21ai_2                 86
o22ai_1                 57
## power by group
group          internal (mW)  switching, mW
combinational         0.0397         0.0621
sequential             0.895         0.0135
clock                  0.441          0.317
total                   1.38          0.393
## layout make-up
| cell class | count | area, um^2 |
|---|---|---|
| repair buffers | 428 | 3390 |
| diodes | 5 | 12.5 |
| clock inverters | 170 | 1530 |
| multi-input cells | 4823 | 42400 |
| fillers | 37100 | 262000 |
| well taps | 5265 | 6590 |
| inverters | 256 | 961 |
| clock buffers | 347 | 7590 |
| flip-flops and latches | 2561 | 74600 |
## final timing paths
check                                   startpoint                                     endpoint
hold reg to reg     U_SAT9.SAT9_i[5]$_SDFFCE_PN0P_           U_MEM_WRP.SAT9_i_reg[5]$_SDFF_PN0_
setup reg to reg  U_MEM_WRP.read_ptr[0]$_SDFF_PP0_           U_MEM_WRP.out_data_i[1]$_SDFF_PN0_
setup / recovery                              rstb  U_MEM_WRP.mem_18x120[103][10]$_SDFFCE_PN0P_
hold / removal      U_SAT9.SAT9_i[5]$_SDFFCE_PN0P_           U_MEM_WRP.SAT9_i_reg[5]$_SDFF_PN0_
## per-layer routing
layer	share of wire, %	up-vias
li1	-	30200
met1	35	32800
met2	46	3223
met3	15	567
met4	3.9	20
met5	0.12	-
## critical path, stage by stage
cell	delay, ns
buf_8	0.24
buf_4	0.62
and2_1	0.42
nand2_2	0.43
buf_4	0.42
o21ai_2	0.42
buf_4	0.27
Power and IR drop assume default switching activity.
